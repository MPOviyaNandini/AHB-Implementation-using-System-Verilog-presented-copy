--- flow/design.v ---
module slave_load (
  input  logic [2:0]  hsize,
  input logic clk,
  input  logic        is_signed,
  input  logic [31:0] read_data,
  output logic [31:0] load_out
);
  always@(posedge clk) begin
    if (is_signed) begin
      case (hsize)
        3'b000: load_out = {{24{read_data[7]}},  read_data[7:0]};
        3'b001: load_out = {{16{read_data[15]}}, read_data[15:0]};
        default: load_out = read_data;
      endcase
    end else begin
      case (hsize)
        3'b000: load_out = {24'b0, read_data[7:0]};
        3'b001: load_out = {16'b0, read_data[15:0]};
        default: load_out = read_data;
      endcase
    end
end
endmodule
--- flow/run.sh ---
#!/bin/bash
# OpenROAD 26Q1-2900-gdf79404cd8, Yosys 0.63+post, stock flow scripts
make -C /OpenROAD-flow-scripts/flow DESIGN_CONFIG=/design/flow/config.mk WORK_HOME=/design/flow/orfs finish
--- flow/config.mk ---
export PLATFORM = sky130hd
export DESIGN_NAME = slave_load
export DESIGN_NICKNAME = slave_load
export VERILOG_FILES = /design/flow/design.v
export SDC_FILE = /design/flow/constraint.sdc
export NUM_CORES = 4
export LEC_CHECK = 1
export CORE_AREA = 10 10 83 83
export DIE_AREA = 0 0 93 93
--- flow/constraint.sdc ---
current_design slave_load

set clk_period 2.5
set clk_io_pct 0.2

create_clock -name clk0 -period $clk_period [get_ports {clk}]

set non_clock_inputs [all_inputs -no_clocks]
set_input_delay [expr $clk_period * $clk_io_pct] -clock clk0 $non_clock_inputs
set_output_delay [expr $clk_period * $clk_io_pct] -clock clk0 [all_outputs]
==> results.txt <==
fresh numbers from the pnr run: sequential share of power=44.5%, end point of the most critical hold path=load_out[5], internal power component=0.00103 W, Core Footprint=0.00514 sq mm, unrepaired setup endpoints after global routing=false, global routing usage summed across all routing layers=6.48%, Chip Footprint=0.00865 sq mm, Top Layout Cells=clkdlybuf4s50_1, dfxtp_1, a21o_1, Final Wtd Congestion=0.693, CTS-repair resized insts=0, number of core rows=26, number of instances in the placed design=209, flip-flop and latch count after synthesis=32, grt ovf=0, final std cells w/o fill=217, data arrival time of the critical path=1910 ps, share of power burned in the clock network=42.5%, CTS clock-pin slew for the worst setup and hold paths=60 ps, Critical Path End Type=register, power per unit of standard cell area=702 mW/mm^2, number of ports placed on the die boundary=69, layout cells sized above 1=7.48%, classification of the worst setup path=input pin to register, f_max=574 MHz, number of hold-slack violations in the final timing report=0, hold-fix buffer count after cts=0, Final min period=1740 ps, total number of warnings across the stage logs=25, antenna fix cells=0, total number of vias=781, most frequent standard cell in the layout excluding fill and tap cells=clkdlybuf4s50_1, wire length of the first global-routing pass=4460 um, aggregate negative setup slack=0 ps, sequential cell area=641 sq um, Buffers on Ports=68, master cell of the clock root buffer=clkbuf_8, CTS buffer count=5, Cells after Synth=76, CP Launch Point=hsize[0], unique cell type count in the Yosys netlist=14, total number of yosys warnings=1, CTS H-Tree Depth=2, HPWL Detailed=2250 um, summed area of non-filler cells in the final layout=0.00178 sq mm, smallest setup slack after layout=759 ps, die boundary width=93 um, status=finished, final reports clean, Peak supply drop=318 uV, Largest register FFs=32, number of sinks on the clock net=32, worst hold path startpoint=read_data[5], vias in the first global route=838, Avg Cell Area, Syn=12.2 sq um, maximum number of pins on one net before global-route repair=24, TritonCTS clock tree=done, number of buffers between clock root and the deepest sink=2, number of standard cells reported by yosys=76, chip area estimate from yosys synthesis=925 sq um, cell leakage power=0.800 nW, Detailed Route WL=2820 um, share of the clock period used by the worst path=69.7%, highest net fanout along the worst path=17, average routed wire per standard cell=13.0 um, max-capacitance violation count=0, post-synthesis sequential area ratio=69.3%, drt via density=3.60, summed instance area of the synthesized netlist=925 sq um, Hold Path Stages=1, area occupied by multi-input gates=231 sq um, type of element launching the critical path=input pin, headroom to the max-slew limit=57.6%, DRC violation total after the first TritonRoute iteration=11, worst min path class=input pin to register, pre-CTS WS=466 ps, fp_density=18.0%, Filler cells=556, Detailed Routing Iterations Pass 1=4, switching share of power=17.9%, setup bufs post-CTS=0, Design Power=0.00125 W, Switching Power=0.000223 W, area growth from synthesis to final layout=92.3%, Die Height=93 um, Final Max Slew Viols=0, data required time at the worst endpoint=2670 ps, count of endpoints failing setup in the final report=0, initial antenna violation count=0, post-route ant nets=0, standard cell area after detailed placement=0.00165 sq mm, combinational group share of total power=13.0%, worst slew pin tran=636 ps, residual DRC count=0
## layer usage
layer / up-vias / share of wire [%] / track usage [%] / wire (um)
met5: - / 0 / 0 / 0
met4: 0 / 1.2 / 0.771 / 34
met3: 6 / 17 / 5.09 / 494
met2: 51 / 39 / 9.23 / 1110
met1: 333 / 42 / 7.77 / 1180
li1: 391 / - / - / -
## worst max-delay path by stage
stage / end / slack [ps]
CTS: load_out[26] / 760
global route: load_out[26] / 670
finish: load_out[26] / 760
## worst max-delay path, stage by stage
cell	delay [ps]
clkdlybuf4s50_1	500
mux2_4	300
and3_1	370
a21o_1	250
## cells in the mapped netlist (all sizes together)
master	number	area [sq um]
o21ai	8	40.0
mux2	1	15.0
nand2	7	26.3
a21o	17	128
buf	3	37.5
and3	1	6.26
dfxtp	32	641
inv	1	3.75
clkbuf	3	11.3
nand4	1	6.26
or2	1	6.26
nor2	1	3.75
## power by group through the flow
stage                 sequential (W)  combinational (W)  clock [W]
after CTS                   0.000556           0.000166   0.000555
after global routing        0.000560           0.000177   0.000579
final                       0.000556           0.000162   0.000531
## logic make-up (layout without fill, tap and decap cells)
family / Yosys count / count (layout) / synth area share (%)
DFF: 32 / 32 / 69.3
buffers and inverters: 7 / 78 / 5.68
muxes: 1 / 1 / 1.62
and+or+nand+nor: 11 / 11 / 5.28
AOI/OAI and AO/OA: 25 / 25 / 18.1
## through the flow
| step | utilization [%] | hold WS, ps |
|---|---|---|
| 5_1_grt | 34.6 | 649 |
| 6_report | 34.6 | 664 |
| 4_1_cts | 34.6 | 650 |
| 3_3_place_gp | 32.1 | 951 |
| 2_1_floorplan | - | 528 |
| 3_5_place_dp | 32.1 | 952 |
## cell type report
cell class,instances,share of cell area [%]
tap,70,4.93
clock inverter,1,1.69
clock buffer,7,5.42
inverter,1,0.211
sequential,32,36.0
timing repair buffer,69,38.7
multi-input combinational,37,13.0
No activity file was given, so power comes from the tool's default toggle rates.
