`design/flow/design.v`:
```
module slave_store (
  input  logic [2:0]  hsize,
  input logic clk,
  input  logic [31:0] read_data,
  input  logic [31:0] wr_data_ram,
  output logic [31:0] store_out
);
  always@(posedge clk) begin
    case (hsize)
      3'b000: store_out = {read_data[31:8],  wr_data_ram[7:0]};    
      3'b001: store_out= {read_data[31:16], wr_data_ram[15:0]};   
      3'b010: store_out = wr_data_ram;                             
      default: store_out = wr_data_ram;
    endcase
  end
endmodule
```
`design/flow/run.sh`:
```
#!/bin/bash
# OpenROAD 26Q1-2900-gdf79404cd8, Yosys 0.63+post, stock flow scripts
make -C /OpenROAD-flow-scripts/flow DESIGN_CONFIG=/design/flow/config.mk WORK_HOME=/design/flow/orfs finish
```
`design/flow/config.mk`:
```
export PLATFORM = sky130hd
export DESIGN_NAME = slave_store
export DESIGN_NICKNAME = slave_store
export VERILOG_FILES = /design/flow/design.v
export SDC_FILE = /design/flow/constraint.sdc
export NUM_CORES = 4
export LEC_CHECK = 1
export CORE_AREA = 10 10 85 85
export DIE_AREA = 0 0 95 95
```
`design/flow/constraint.sdc`:
```
current_design slave_store

set clk_period 1.9
set clk_io_pct 0.2

create_clock -name clk0 -period $clk_period [get_ports {clk}]

set non_clock_inputs [all_inputs -no_clocks]
set_input_delay [expr $clk_period * $clk_io_pct] -clock clk0 $non_clock_inputs
set_output_delay [expr $clk_period * $clk_io_pct] -clock clk0 [all_outputs]
```
==> results.sh <==
# flow metrics
export IMPL_dp_final_hpwl_microns=2700
export IMPL_root_buffer="clkbuf_8"
export IMPL_finalSetupTns_ps=0
export IMPL_drt_pass1_iterations=2
export IMPL_power_mw=1.68
export IMPL_dr_max_layer_used="met4"
export IMPL_cp_end_kind="register"
export IMPL_syn_area_sq_um=950
export IMPL_diodes=0
export IMPL_tightest_slew_ps=406
export IMPL_cts_hold_buf=0
export IMPL_syn2layout_area_growth_pct=120
export IMPL_powerDensity_nw_per_um2=808
export IMPL_antenna_left=0
export IMPL_crit_arrival_ps=1690
export IMPL_numClockSinks=32
export IMPL_finalNonFillerCells=230
export IMPL_rsz0062_at_grt="false"
export IMPL_placed_cell_area_sq_um=1960
export IMPL_finalHoldViolCount=0
export IMPL_drv_slew=0
export IMPL_crit_chain="clkdlybuf4s50_1 > nor3_4 > mux2_2"
export IMPL_std_cell_rows=27
export IMPL_wl_met1_microns=1050
export IMPL_grt_pass1_vias=868
export IMPL_cts_setup_buffers=0
export IMPL_grt_max_degree=17
export IMPL_slowest_stage="clkdlybuf4s50_1"
export IMPL_cts_tree="done"
export IMPL_track_usage=0.0637
export IMPL_p_leak_nw=0.795
export IMPL_wirelength_microns=3080
export IMPL_maxCapViolCount=0
export IMPL_yosysWarnings=1
export IMPL_ys_types=5
export IMPL_synthCells=59
export IMPL_fmax_ghz=0.657
export IMPL_io_buffers=91
export IMPL_critPathKind="input pin to register"
export IMPL_topCellsByArea="dfxtp_1 67%, mux2_2 28%, nor3_4 1.7%"
export IMPL_fp_coreArea_sq_um=5470
export IMPL_viasPerCell=3.57
export IMPL_avgRoutedWirePerCell_microns=13.4
export IMPL_critPathRequiredTime_ps=2070
export IMPL_design_area_sq_um=2090
export IMPL_hold_class="input pin to register"
export IMPL_openroad_warnings=33
export IMPL_largest_reg_flops=32
export IMPL_yosysTopAreaCell="dfxtp_1"
export IMPL_htreeDepth=2
export IMPL_cts_resized=0
export IMPL_ys_ff=32
export IMPL_wl_met3_microns=313
export IMPL_top_level_ports=100
export IMPL_met2_length_microns=1660
export IMPL_min_period_ps=1520
export IMPL_worst_path_max_fanout=8
export IMPL_ys_cells=59
export IMPL_top_cell_area_share=0.675
export IMPL_relSlewSlack=0.729
export IMPL_die_size_y_microns=95
export IMPL_post_synth_cell_area_avg_sq_um=16.1
export IMPL_die_x_microns=95
export IMPL_placed_cells=222
export IMPL_chipArea_sq_um=9030
export IMPL_grt_overflow=0
export IMPL_worstSetupStartpointType="input pin"
export IMPL_clk_pin_slew_ps=60
export IMPL_antenna_found_initial=0
export IMPL_peakVddDrop_uv=224
export IMPL_grt_pass1_wl_microns=4560
export IMPL_finalCritPeriodShare=0.801
export IMPL_setup_viol=0
export IMPL_drt_iter0_markers=3
export IMPL_drive_gt1_frac=0.222
export IMPL_fp_util=0.174
export IMPL_numCtsBuffers=5
export IMPL_routabilityCongestion=0.795
export IMPL_cts_max_path_buffers=2
export IMPL_max_stage_delay_ps=500
export IMPL_drc=0
export IMPL_vias=822
export IMPL_outcome="completed"
export IMPL_ys_seq_frac=0.675
export IMPL_ys_chip_area_sq_um=950
## Yosys cell counts, drive strengths merged
cell type	number
mux2	24
nor2	1
buf	1
dfxtp	32
nor3	1
## report_power, final
group | internal (mW) | total (mW) | leakage, nW | switching [mW]
Combinational | 0.219 | 0.264 | 0.460 | 0.0452
Sequential | 0.720 | 0.730 | 0.270 | 0.0107
Clock | 0.462 | 0.690 | 0.0645 | 0.228
Total | 1.40 | 1.68 | 0.795 | 0.283
## cell usage in the layout, fill, tap and decap left out
| cell | count |
|---|---|
| clkdlybuf4s50_1 | 91 |
| mux2_2 | 24 |
| bufinv_16 | 1 |
| nor2_4 | 1 |
| buf_12 | 1 |
| dfxtp_1 | 32 |
| clkbuf_8 | 7 |
| nor3_4 | 1 |
## layout make-up
cell class              count  area (sq um)
clock buffers               7          96.3
clock inverters             1          30.0
fillers                   536          3390
multi-input cells          26           298
flip-flops and latches     32           641
well taps                  72          90.1
repair buffers             92           931
## cells by family after synthesis
| kind of cell | after synthesis | share of synthesized area |
|---|---|---|
| and+or+nand+nor | 2 | 0.0290 |
| buffers and inverters | 1 | 0.0119 |
| DFF | 32 | 0.675 |
| muxes | 24 | 0.285 |
## worst max-delay path: cells and delay by family
family	cells	cell delay, ps
buffers and inverters	1	500
multiplexers	1	380
AND/OR/NAND/NOR	1	430
## metrics by stage
step                setup WS, ps  hold slack (ps)   util
floorplan                    726              408      -
global placement             103              832  0.358
detailed placement          59.9              832  0.358
CTS                          369              530  0.381
global route                 310              528  0.381
finish                       378              545  0.381
## path summary, 6_finish.rpt
check	depth (start not counted)	from	to	slack [ps]
setup / recovery	3	hsize[1]	store_out[10]	380
hold / removal	1	wr_data_ram[2]	store_out[2]	550
## metal layers
layer,global-route usage,vias to the layer above
met5,0,-
met3,0.0256,5
met1,0.0683,380
li1,-,396
met2,0.116,41
met4,0.0125,0
Power is estimated from default activity; no workload was simulated.
